**/design/flow/config.mk**
```make
export PLATFORM = sky130hd
export DESIGN_NAME = Top_module
export DESIGN_NICKNAME = Top_module
export VERILOG_FILES = /design/flow/design.v
export SDC_FILE = /design/flow/constraint.sdc
export NUM_CORES = 4
export LEC_CHECK = 1
export CORE_UTILIZATION = 50
```
**/design/flow/constraint.sdc**
```tcl
current_design Top_module

set clk_period 54.3
set clk_io_pct 0.2

create_clock -name clk0 -period $clk_period [get_ports {rclk}]
create_clock -name clk1 -period $clk_period [get_ports {wclk}]

set non_clock_inputs [all_inputs -no_clocks]
set_input_delay [expr $clk_period * $clk_io_pct] -clock clk0 $non_clock_inputs
set_output_delay [expr $clk_period * $clk_io_pct] -clock clk0 [all_outputs]
```
**/design/flow/design.v**
```verilog
module twoFF_synchronizers ( in , clk , rst_n  , out );
parameter addr_size_p = 8 ; 
input                       clk , rst_n  ; 
input      [addr_size_p :0] in           ; 
output reg [addr_size_p:0] out           ; 
reg        [addr_size_p:0] in_reg        ; 
always @(posedge clk or negedge rst_n) begin
    if(~rst_n) begin 
        in_reg  <= 0 ; 
        out     <= 0 ; 
    end
    else begin  
        in_reg <= in     ;
        out    <= in_reg ; 
    end 
end
endmodule 
module FIFO_module (data_in , wr_en , wclk , b_w_ptr , 
                    full  ,empty , rd_en , b_r_ptr ,  rclk  , 
                    data_out ); 
parameter data_width_p = 8   ; 
parameter mem_depth_p  = 256 ; 
parameter addr_size_p  = 8   ; 
input                           rclk   , wclk   ; 
input       [data_width_p-1:0]  data_in         ; 
input                           wr_en           ; 
input       [addr_size_p-1  :0] b_w_ptr         ;    
input                           rd_en           ;    
input       [addr_size_p-1  :0] b_r_ptr         ; 
input                           full            ;  
input                           empty           ;  
output  reg [data_width_p -1:0] data_out    ; 
reg [data_width_p-1:0] mem [mem_depth_p-1:0] ; 
always @(posedge wclk ) begin
    if (wr_en && ~full) begin 
            mem[b_w_ptr] <= data_in ; 
    end 
end
always @(posedge rclk ) begin
        if(rd_en & ~empty) 
            data_out <= mem[b_r_ptr]  ; 
end
endmodule 
module read_pointer_handler (rclk , rrst_n , rd_en , g_w_ptr_sync , empty , b_r_ptr , g_r_ptr ) ; 
parameter addr_size_p = 8 ; 
input                      rclk        ; 
input                      rrst_n       ; 
input                      rd_en        ; 
input       [addr_size_p:0]  g_w_ptr_sync ;    
output                     empty         ; 
output reg  [addr_size_p:0]  b_r_ptr      ;    
output reg  [addr_size_p:0]  g_r_ptr      ;    
reg [addr_size_p : 0] b_w_ptr_sync ;        
integer i;
always @(posedge rclk or negedge rrst_n ) begin
    if(~rrst_n) 
        b_r_ptr <= 0 ; 
    else begin 
        if (rd_en && ~empty) 
            b_r_ptr <= b_r_ptr + 1 ; 
    end
end
always @(*) begin
        g_r_ptr[addr_size_p] = b_r_ptr[addr_size_p] ; 
        for (i = addr_size_p-1; i >= 0; i = i - 1) begin
            g_r_ptr[i] = b_r_ptr[i+1] ^ b_r_ptr[i];
        end
    end
    always @(*) begin
        b_w_ptr_sync[addr_size_p] = g_w_ptr_sync[addr_size_p]; 
        for (i = addr_size_p-1; i >= 0; i = i - 1) begin
            b_w_ptr_sync[i] = b_w_ptr_sync[i+1] ^ g_w_ptr_sync[i];
        end
    end
assign empty = b_w_ptr_sync == b_r_ptr ; 
endmodule
module Top_module  (wclk , rclk , wrst_n , rrst_n , wr_en , rd_en , data_in , full , empty , data_out) ; 
parameter data_width_p = 8   ; 
parameter mem_depth_p  = 256 ; 
parameter addr_size_p  = 8  ; 
input wclk   ; 
input rclk   ; 
input wrst_n ; 
input rrst_n ; 
input wr_en  ; 
input rd_en  ;
input [data_width_p-1:0] data_in ; 
output full ; 
output empty ; 
output [data_width_p-1:0] data_out ; 
wire [addr_size_p:0] b_w_ptr      ; 
wire [addr_size_p:0] g_w_ptr      ; 
wire [addr_size_p:0] g_w_ptr_sync ; 
wire [addr_size_p:0] b_r_ptr      ; 
wire [addr_size_p:0] g_r_ptr      ; 
wire [addr_size_p:0] g_r_ptr_sync ; 
FIFO_module    #(.data_width_p(data_width_p) , 
                    .mem_depth_p(mem_depth_p),
                    .addr_size_p(addr_size_p) )
                FIFO   (.data_in  (data_in)  , 
                        .wr_en    (wr_en)    ,  
                        .wclk     (wclk)     , 
                        .full     (full)     , 
                        .b_w_ptr  (b_w_ptr[addr_size_p-1:0])  , 
                        .b_r_ptr  (b_r_ptr[addr_size_p-1:0])  ,  
                        .empty    (empty)    , 
                        .rclk     (rclk)     , 
                        .rd_en    (rd_en)    , 
                        .data_out (data_out)   );
write_pointer_handler   #(.addr_size_p(addr_size_p))
                    write_pointer 
                        ( .wclk       (wclk)         , 
                        .wrst_n       (wrst_n)       , 
                        .wr_en        (wr_en)        , 
                        .g_r_ptr_sync (g_r_ptr_sync) ,
                        .full         (full)         , 
                        .b_w_ptr      (b_w_ptr)      , 
                        .g_w_ptr      (g_w_ptr)        ); 
read_pointer_handler   #(.addr_size_p(addr_size_p))
                    read_pointer 
                        ( .rclk       (rclk)         , 
                        .rrst_n       (rrst_n)       , 
                        .rd_en        (rd_en)        , 
                        .g_w_ptr_sync (g_w_ptr_sync) ,
                        .empty        (empty)        ,
                        .b_r_ptr      (b_r_ptr)      , 
                        .g_r_ptr      (g_r_ptr)        ) ; 
twoFF_synchronizers  #(.addr_size_p(addr_size_p)) 
                    W_ptr_sync 
                        ( .in  (g_w_ptr)      , 
                        .clk   (rclk)         , 
                        .rst_n (rrst_n)       , 
                        .out   (g_w_ptr_sync)  );
twoFF_synchronizers  #(.addr_size_p(addr_size_p)) 
                    R_ptr_sync 
                        ( .in  (g_r_ptr)      , 
                        .clk   (wclk)         , 
                        .rst_n (wrst_n)       , 
                        .out   (g_r_ptr_sync)   ); 
endmodule 
module write_pointer_handler (wclk , wrst_n , wr_en , g_r_ptr_sync ,
                                full , b_w_ptr , g_w_ptr ) ; 
parameter addr_size_p = 8 ; 
input                      wclk        ; 
input                      wrst_n       ; 
input                      wr_en        ; 
input       [addr_size_p:0]  g_r_ptr_sync ;    
output                     full         ; 
output reg  [addr_size_p:0]  b_w_ptr      ;    
output reg  [addr_size_p:0]  g_w_ptr      ;    
reg [addr_size_p : 0] b_r_ptr_sync ;        
integer i;
always @(posedge wclk or negedge wrst_n ) begin
    if(~wrst_n) 
        b_w_ptr <= 0 ; 
    else begin 
        if (wr_en && ~full) 
            b_w_ptr <= b_w_ptr + 1 ; 
    end
end
always @(*) begin
        g_w_ptr[addr_size_p] = b_w_ptr[addr_size_p] ; 
        for (i = addr_size_p-1; i >= 0; i = i - 1) begin
            g_w_ptr[i] = b_w_ptr[i+1] ^ b_w_ptr[i];
        end
    end
    always @(*) begin
        b_r_ptr_sync[addr_size_p] = g_r_ptr_sync[addr_size_p]; 
        for (i = addr_size_p-1; i >= 0; i = i - 1) begin
            b_r_ptr_sync[i] = b_r_ptr_sync[i+1] ^ g_r_ptr_sync[i];
        end
    end
assign full = b_r_ptr_sync[addr_size_p-1:0] == b_w_ptr[addr_size_p-1:0] & b_r_ptr_sync[addr_size_p] != b_w_ptr[addr_size_p] ; 
endmodule
```
**/design/flow/run.sh**
```bash
#!/bin/bash
# OpenROAD 26Q1-2900-gdf79404cd8, Yosys 0.63+post, stock flow scripts
make -C /OpenROAD-flow-scripts/flow DESIGN_CONFIG=/design/flow/config.mk WORK_HOME=/design/flow/orfs finish
```
==> metrics.cfg <==
[run_status]
status=finished, final reports clean

[sta]
headroom_to_the_max_slew_limit=0.2420
finalMaxSlewViolations=0
grt_setup_unrepaired=false
final-setup-viol-count=0
hold_viol_final=0
worst_pin_slew_ns=1.128
timing.clock.skew_ns=0.04187
hold_ws_ns=0.05815
finalSetupTns_ns=0

[routing]
finalWirelength_um=214400
vias_per_cell=6.219
wire_per_inst_um=32.55
number_of_vias_after_detailed_routing=40950
firstDrtPassIters=6
dr.first_iter.drc_count=3143
drcViolationCount=0
drt.antenna.violating_nets=0

[placed_design]
dp_hpwl_um=130900
globalplace.congestion=0.9519
port_buffers=22

[critical_path]
timing.critical_path.slowest_cell_delay_ns=0.50
worstSetupEndpointType=output port
cp.arrival_ns=3.37
crit_required_ns=43.44
cp_slowest_cell=clkdlybuf4s50_1
start_kind=flip-flop
critPathMaxFanout=4
timing_worst_setup_path_type=flip-flop to output port
critical_path.cell_chain=xnor3_1, xnor3_2, mux2i_1, a22o_1, and2_1, clkdlybuf4s50_1

[synth]
dominantRegCellSynth=edfxtp_1
netlist-cell-type-count=46
postSynth.asyncResetShare=0.02559
postSynthCellCount=3978
ys_cells=3978
numSynthFlops=2110
seq_area_frac_synth=0.7646
synth_area_um2=82520
synth_warnings=4
yosysChipArea_um2=82520
syn_area_per_cell_um2=20.74
post_synth_edffs=2056

[floorplanning]
placement_rows=148
core_um2=163300
die_size_um2=166700
top_level_ports=24
dieWidth_um=408.2
dieHeight_um=408.2
fp_util=0.5052

[power_and_ir_drop]
seq_power_share=0.405
cellPowerDensity_nw_per_um2=49.77
static-leakage-power_nw=30.18
share_clk_of_total_power=0.308
share_comb_of_total_power=0.286
vdd.ir_drop.worst_v=0.00006381
power.internal_mw=3.166
power.switching_mw=1.478
fin_total_pwr_mw=4.645
swShare=0.3183

[grt]
first_global_vias=44620
grt_remaining_overflow=0
grt_pass1_wl_um=312300
grtUsageTotal=0.2959
grt_antenna_before_repair=8
grt_max_degree=117

[finish]
area_growth_syn_to_layout_pct=13.09
fraction_of_layout_cells_with_a_size_suffix_above_1=0.2360
final.fill_count=11790
top_register=FIFO.mem
number_of_flip_flops_in_the_largest_register=2048

[hold_path]
hold_path.class=flip-flop to flip-flop

[cts]
tritoncts_clock_tree=built
clk_transition_reported_paths_ns=0.06
post_cts_resized=0
numClockSinks=2110
cts_setup_buffers=0

[flow_run]
cap_violations=0
stage_log_warnings=42

## cell usage in the layout (no fill, tap or decap), types with 21 or more instances in the layout
master and count:
clkbuf_1 47, buf_4 274, edfxtp_1 2056, clkinv_2 27
bufinv_16 22, nand2_1 139, nor4_1 24, ha_1 23
and2_1 28, a21oi_1 22, nor2_1 23, xnor2_1 21
clkinv_1 55, a221oi_1 26, clkbuf_16 211, and3_1 52
o22ai_1 51, dfrtp_1 50, a211oi_1 67, nor3_1 196
mux4_2 432, o221ai_1 125, mux2i_1 258
## cell type report
cell class                 instances  area (um^2)  share of cell area
antenna                            3        7.507          0.00008045
clock inverter                   129         1348             0.01444
timing repair buffer             302         2427             0.02601
sequential                      2110        63110              0.6762
tap                             2175         2721             0.02916
inverter                          12        52.55           0.0005631
clock buffer                     259         5470             0.05862
multi-input combinational       1595        18180              0.1949
## routing by layer
metal | share of wire | vias up | track usage
li1 | - | 17240 | -
met1 | 0.33 | 20890 | 0.4170
met2 | 0.48 | 2416 | 0.4210
met3 | 0.15 | 386 | 0.1891
met4 | 0.037 | 18 | 0.08027
met5 | 0.0023 | - | 0.01810
## cell usage after synthesis (7+ instances only)
| cell type | number | area [um^2] |
|---|---|---|
| clkbuf_1 | 122 | 457.9 |
| xnor2_1 | 21 | 183.9 |
| mux4_2 | 432 | 9729 |
| nor2b_1 | 15 | 93.84 |
| nor3_1 | 196 | 980.9 |
| buf_1 | 37 | 138.9 |
| xor2_1 | 11 | 96.34 |
| and2_1 | 28 | 175.2 |
| a22oi_1 | 7 | 52.55 |
| a221oi_1 | 26 | 227.7 |
| nor2_1 | 23 | 86.33 |
| buf_2 | 56 | 280.3 |
| o221ai_1 | 125 | 1095 |
| nor4_1 | 24 | 150.1 |
| ha_1 | 26 | 325.3 |
| nand2b_1 | 7 | 43.79 |
| o22ai_1 | 51 | 319.1 |
| edfxtp_1 | 2056 | 61740 |
| buf_4 | 32 | 240.2 |
| a21oi_1 | 23 | 115.1 |
| and3_1 | 52 | 325.3 |
| mux2i_1 | 258 | 2582 |
| buf_6 | 13 | 146.4 |
| a211oi_1 | 67 | 503.0 |
| inv_1 | 11 | 41.29 |
| nand3_1 | 12 | 60.06 |
| a22o_1 | 17 | 148.9 |
| dfrtp_1 | 54 | 1351 |
| nand2_1 | 152 | 570.6 |
## final timing paths
path | end | depth (start not counted) | slack [ns] | from
max | full | 6 | 40.07 | R_ptr_sync.out[7]
min | R_ptr_sync.in_reg[7] | 1 | 0.06 | read_pointer.b_r_ptr[8]
min in group clk0 | W_ptr_sync.out[7] | 0 | 0.35 | W_ptr_sync.in_reg[7]
min reg2reg | R_ptr_sync.in_reg[7] | 1 | 0.06 | read_pointer.b_r_ptr[8]
max in group clk1 | FIFO.mem[44][1] | 5 | 41.07 | wr_en
max in group asynchronous | read_pointer.b_r_ptr[0] | 2 | 42.98 | rrst_n
max reg2reg | FIFO.data_out[1] | 8 | 48.93 | read_pointer.b_r_ptr[0]
min in group asynchronous | R_ptr_sync.in_reg[0] | 2 | 10.45 | wrst_n
## timing repair
item,in CTS,in global routing
endpoints found under the hold margin,1,0
hold buffers,1,0
setup endpoints to repair,0,0
## worst max-delay path: cells and delay by family, from the launching register on
family          cells  cell delay (ns)
buf+inv             1             0.50
compound gates      1             0.27
xor+xnor            2             0.95
flops               1             0.38
simple gates        1             0.28
mux                 1             0.16
## through the flow
stage / utilization / instance area [um^2] / setup WS [ns] / instances
2_1_floorplan: - / 82520 / 41.61 / 3978
3_3_place_gp: 0.5295 / 86480 / 40.40 / 6193
3_5_place_dp: 0.5295 / 86480 / 40.23 / 6193
4_1_cts: 0.5713 / 93310 / 40.02 / 6582
5_1_grt: 0.5713 / 93310 / 39.87 / 6583
6_report: 0.5714 / 93320 / 40.07 / 6585
## power by group through the flow
stage     registers (mW)  logic (mW)  clock network (mW)
4_1_cts             1.88        1.34                1.46
6_report            1.88        1.33                1.43
5_1_grt             1.89        1.41                1.52
## kinds of logic (layout without fill, tap and decap cells)
logic type                 Yosys count  count (layout)  synth area share
DFF                               2110            2110            0.7646
adders and majority gates           26              26          0.003942
buffers and inverters              273             702           0.01592
muxes                              693             693            0.1497
AOI/OAI and AO/OA                  320             320           0.03036
xor gates and xnor gates            36              36          0.004534
and+or+nand+nor                    520             520           0.03102
other                                0               3                 0
No activity file was given, so power comes from the tool's default toggle rates.
